==> flow/design.v <==
	module banco_reg(clk, rst, A1, A2, A3, RD1, RD2, WD3, WE3);
	input logic  clk, WE3, rst;
	input logic  [4:0]  A1, A2, A3;
	input logic  [31:0] WD3;
	output logic RD1, RD2;
	logic [31:0] output_decoder;
	logic [31:0] and_output;
	logic [31:0] reg_output;
	logic [31:0] qa;
	decodificador decoder_block(A3,output_decoder);  
	genvar i;
	generate 
		for (i=0; i<32;i=i+1) begin: forBancoReg
			and (and_output[i],output_decoder[i], WE3);
			flopenr block_reg(clk, rst, and_output[i], WD3[i], reg_output[i],qa[i]);  
			assign qa[i] = reg_output[i];
			end
	endgenerate	
	mux32 muxA(reg_output[31:0], A1[4:0],RD1);
	mux32 muxB(reg_output[31:0], A2[4:0],RD2);
endmodule
module decodificador(a, y);
    input [4:0] a;
    output reg [31:0]  y;
    always_comb
        case(a)
            5'b00000:  y  =  32'b00000000000000000000000000000001;
            5'b00001:  y  =  32'b00000000000000000000000000000010;
            5'b00010:  y  =  32'b00000000000000000000000000000100;
            5'b00011:  y  =  32'b00000000000000000000000000001000;
            5'b00100:  y  =  32'b00000000000000000000000000010000;
            5'b00101:  y  =  32'b00000000000000000000000000100000;
            5'b00110:  y  =  32'b00000000000000000000000001000000;
            5'b00111:  y  =  32'b00000000000000000000000010000000;
            5'b01000:  y  =  32'b00000000000000000000000100000000;
            5'b01001:  y  =  32'b00000000000000000000001000000000;
            5'b01010:  y  =  32'b00000000000000000000010000000000;
            5'b01011:  y  =  32'b00000000000000000000100000000000;
            5'b01100:  y  =  32'b00000000000000000001000000000000;
            5'b01101:  y  =  32'b00000000000000000010000000000000;
            5'b01110:  y  =  32'b00000000000000000100000000000000;
            5'b01111:  y  =  32'b00000000000000001000000000000000;
            5'b10000:  y  =  32'b00000000000000010000000000000000;
            5'b10001:  y  =  32'b00000000000000100000000000000000;
            5'b10010:  y  =  32'b00000000000001000000000000000000;
            5'b10011:  y  =  32'b00000000000010000000000000000000;
            5'b10100:  y  =  32'b00000000000100000000000000000000;
            5'b10101:  y  =  32'b00000000001000000000000000000000;
            5'b10110:  y  =  32'b00000000010000000000000000000000;
            5'b10111:  y  =  32'b00000000100000000000000000000000;
            5'b11000:  y  =  32'b00000001000000000000000000000000;
            5'b11001:  y  =  32'b00000010000000000000000000000000;
            5'b11010:  y  =  32'b00000100000000000000000000000000;
            5'b11011:  y  =  32'b00001000000000000000000000000000;
            5'b11100:  y  =  32'b00010000000000000000000000000000;
            5'b11101:  y  =  32'b00100000000000000000000000000000;
            5'b11110:  y  =  32'b01000000000000000000000000000000;
            5'b11111:  y  =  32'b10000000000000000000000000000000;
            default:   y  =  32'bxxxxxxxxxxxxxxxxxxxxxxxxxxxxxxxx;
        endcase
endmodule
module flopenr (clk,reset,en,d,q,qa);
  input logic clk;
  input logic reset;
  input logic en;
  input logic d;
  input logic qa;
  output logic q;
	always @(posedge clk, posedge reset) begin
		if (reset) q <= 1'b0;
		else if (en) q <= d;
    else q<=qa;
	end
endmodule
module mux32 (d, Sel, y);
	input logic [31:0] d;    
	input logic [4:0] Sel;
	output logic y;
	logic [3:0] intermediario;
	mux8 blocoM8_1(d[7:0], Sel[2:0], intermediario[0]);
	mux8 blocoM8_2(d[15:8], Sel[2:0],intermediario [1]);
	mux8 blocoM8_3(d[23:16], Sel[2:0], intermediario[2]);
	mux8 blocoM8_4(d[31:24], Sel[2:0],intermediario [3]);
	mux4 blocoM4_1 (intermediario[3:0], Sel[4:3], y);
endmodule
module mux2 (a,b,sel,y);
	input logic a,b,sel;
	output logic y;
	always@(*) begin
		case (sel)
			1'b0: y<=a;
			1'b1: y<=b;
		endcase
	end
endmodule
module mux4(input logic  [3:0]d,
			input logic [1:0]Sel,
			output logic y);
 assign y = Sel[1] ? (Sel[0] ? d[3] : d[2])
 				    : (Sel[0] ? d[1] : d[0]);
endmodule
module mux8 (input logic [7:0] d, input logic [2:0] Sel, output logic y);
	logic [1:0]intermediario;
	mux4 blocoM4_1(d[3:0],Sel[1:0], intermediario[0]);
	mux4 blocoM4_2(d[7:4],Sel[1:0], intermediario [1]);
	mux2 blocoM2_1 (intermediario[0],intermediario[1], Sel[2], y);
endmodule
==> flow/run.sh <==
#!/bin/bash
# OpenROAD 26Q1-2900-gdf79404cd8, Yosys 0.63+post, stock flow scripts
make -C /OpenROAD-flow-scripts/flow DESIGN_CONFIG=/design/flow/config.mk WORK_HOME=/design/flow/orfs finish
==> flow/config.mk <==
export PLATFORM = sky130hd
export DESIGN_NAME = banco_reg
export DESIGN_NICKNAME = banco_reg
export VERILOG_FILES = /design/flow/design.v
export SDC_FILE = /design/flow/constraint.sdc
export NUM_CORES = 4
export LEC_CHECK = 1
export CORE_UTILIZATION = 30
==> flow/constraint.sdc <==
current_design banco_reg

set clk_period 2.7
set clk_io_pct 0.2

create_clock -name clk0 -period $clk_period [get_ports {clk}]

set non_clock_inputs [all_inputs -no_clocks]
set_input_delay [expr $clk_period * $clk_io_pct] -clock clk0 $non_clock_inputs
set_output_delay [expr $clk_period * $clk_io_pct] -clock clk0 [all_outputs]
==> impl_metrics.ini <==
; yosys + openroad results
[grt]
grt_max_degree = 33
grt-ovfl-total = 0
grt_usage_pct = 17.3
gr-usage-met3_pct = 3.78
grt.busiest_layer = met1
grt_use_met1_pct = 27.3
use_met2_pct = 26.0
grt_pass1_wl_microns = 9390
grt_pass1_vias = 1829
antenna_found_initial = 0

[cells_and_area]
top_register = forBancoReg.block_reg.q
instances_no_fill = 342
largest_reg_flops = 32
synthToLayoutAreaGrowth_pct = 43.7
fin_util_pct = 45.5
design_area_sq_um = 2960
drive_gt1_share_pct = 26.8
largestRegisters = forBancoReg.block_reg.q (32)

[job]
max-cap-violations = 0
warnings = 25

[setup_path]
end_kind = output pin
worstSetupPathType = primary input to output pin
cp.arrival_ps = 2100
start_kind = primary input
critPathSlowestCell = clkdlybuf4s50_1
cp_data_required_time_ps = 2160
cp_max_fo = 6
max_stage_delay_ps = 420
crit_chain = buf_2 > bufbuf_16 > mux2i_1 > a22oi_2 > nand3_1 > nand2_1 > a311o_1 > clkdlybuf4s50_1

[route]
drc_errors = 0
viasPerCell = 5.14
routedWlPerCell_microns = 16.8
ant_nets = 0
drtIter0Drc = 94
drt-total-wl_microns = 5740
vias = 1759
first_pass_iters = 6
diodes = 0

[power]
power_mw = 1.42
ir_worst_vdd_v = 0.000166
power_leakage_nw = 1.28
power.density_nw_per_um2 = 482

[synth]
ys_seq_elements = 32
yosysTopAreaCell = dfrtp_1
common_cells = 32 x dfrtp_1, 32 x mux2i_1, 26 x nand2_1
ys_types = 25
ff_type = dfrtp_1
yosysChipArea_sq_um = 2060
edf_count = 0
syn_avg_cell_area_sq_um = 10.4
yosysCellCount = 197
ys_seq_share_pct = 38.9
synthTopCellsByArea = dfrtp_1 39%, mux2i_1 16%, mux2_2 13%
synth_warnings = 3
synth_top_area_share_pct = 38.9
async_reset_ff_share_pct = 100
netlist_instances = 197
synth_area_sq_um = 2060

[clocking]
cts_tree = built
cts_inserted_buffers = 5
cts.sinks = 32
cts.htree.levels = 2
max-clock-path-buffers = 2
insertion_delay_ps = 280
ctsHoldBuffers = 0
cts_root_buf = clkbuf_8
clk_pin_slew_ps = 60

[floorplan]
core_util_floorplan_pct = 31.7
die_area_sq_um = 7190
core_area_sq_um = 6490
row_count = 29
fp.dieH_microns = 84.8
num_io_pins = 52
dieWidth_microns = 84.8

[sta]
tightest_slew_ps = 544
fmax_ghz = 0.379
timing.final.crit_period_ps = 2640
finalClockPeriodUsage_pct = 97.7
skew_ps = 0
fin_ws_ps = 60.9
slew_headroom_pct = 63.6
fin_tns_setup_ps = 0
setup_viol = 0
slew_viol_final = 0
final_hold_viol_count = 0
timing.hold.ws_ps = 524

[placed_design]
place_inst = 330
routabilityCongestion = 0.901
port_buffers = 51
placed_area_sq_um = 2720
hpwl_microns = 4270
post-place-ws_ps = -293

[run_status]
status = complete, no violations

[hold_path]
hold_path_class = flop to flop
## routing by layer
metal	up-vias	share of wire, %
met5	-	0
met4	0	0.33
met3	2	5.7
met2	58	44
met1	851	50
li1	848	-
## final timing paths
kind	from	to	slack, ps	depth (start not counted)
min in group asynchronous	rst	forBancoReg[31].block_reg.q	650	3
min	forBancoReg[28].block_reg.q	forBancoReg[28].block_reg.q	520	1
max in group asynchronous	rst	forBancoReg[19].block_reg.q	1750	3
max	A1[1]	RD1	60	8
min reg2reg	forBancoReg[28].block_reg.q	forBancoReg[28].block_reg.q	520	1
max reg2reg	forBancoReg[24].block_reg.q	forBancoReg[24].block_reg.q	1880	1
## kinds of logic after synthesis
family                 after synthesis  synth area share (%)
AND-OR/OR-AND                       18                  6.08
buffers and inverters                7                  2.49
flip-flops                          32                  38.9
multiplexers                        64                  33.1
AND/OR/NAND/NOR                     76                  19.4
## repair_timing
| item | CTS | global route |
|---|---|---|
| gates cloned | 2 | 0 |
| pin swaps | 1 | 1 |
| gates resized | 24 | 15 |
| buffers inserted | 2 | 0 |
| endpoints found under the setup margin | 2 | 2 |
## critical path: cells and delay by family
kind                   cells  cell delay [ps]
buffers and inverters      3              830
AOI/OAI and AO/OA          2              390
muxes                      1              210
and+or+nand+nor            2              130
## area by class of cell
cell class,instances,area (sq um)
Inverter,1,3.75
Multi-Input combinational cell,158,1280
Clock buffer,8,90.1
Tap cell,77,96.3
Sequential cell,32,801
Timing Repair Buffer,66,688
Fill cell,617,3540
## where the power goes
| group | internal [mW] | switching (mW) | leakage [nW] |
|---|---|---|---|
| Sequential | 0.573 | 0.0791 | 0.410 |
| Clock | 0.208 | 0.167 | 0.0455 |
| Combinational | 0.240 | 0.158 | 0.823 |
| Total | 1.02 | 0.404 | 1.28 |
## layout by cell type, fill, tap and decap left out, types with 2 or more instances in the layout
cell type,synthesis,final
nor3_2,2,2
mux2i_2,0,2
and2_4,0,2
nand2b_1,4,4
nand4b_1,5,5
nor2_1,15,14
nand3_1,8,8
buf_4,2,10
mux2i_1,32,30
nor2b_1,6,2
mux2_1,8,8
clkbuf_8,0,6
a22oi_2,0,4
nor3_1,4,4
clkbuf_2,0,2
a21oi_1,6,3
a22oi_1,8,4
a21oi_2,0,3
mux2_2,24,24
dfrtp_1,32,32
clkdlybuf4s50_1,0,44
clkbuf_1,0,2
dlygate4sd2_1,0,2
nand2_1,26,26
nor2b_2,0,3
a311o_1,2,2
buf_12,0,3
Power figures rest on the tool's default switching activity, not on a simulated workload.
