File: design/flow/design.v
module registradorEnReset(ck, reset_register, enable, in, out);
	input logic ck, reset_register, enable;
	input logic[31:0] in;
	output logic[31:0] out;
	always@(posedge ck or posedge reset_register) begin
		if(reset_register == 1'b1) begin
			out = 32'b0;
		end
		else if(enable == 1'b1) begin
			out = in;
		end
	end
endmodule
File: design/flow/config.mk
export PLATFORM = sky130hd
export DESIGN_NAME = registradorEnReset
export DESIGN_NICKNAME = registradorEnReset
export VERILOG_FILES = /design/flow/design.v
export SDC_FILE = /design/flow/constraint.sdc
export NUM_CORES = 4
export LEC_CHECK = 1
export CORE_AREA = 10 10 98 98
export DIE_AREA = 0 0 108 108
File: design/flow/constraint.sdc
current_design registradorEnReset

set clk_period 1.1
set clk_io_pct 0.2

create_clock -name clk0 -period $clk_period [get_ports {ck}]

set non_clock_inputs [all_inputs -no_clocks]
set_input_delay [expr $clk_period * $clk_io_pct] -clock clk0 $non_clock_inputs
set_output_delay [expr $clk_period * $clk_io_pct] -clock clk0 [all_outputs]
File: design/flow/run.sh
#!/bin/bash
# OpenROAD 26Q1-2900-gdf79404cd8, Yosys 0.63+post, stock flow scripts
make -C /OpenROAD-flow-scripts/flow DESIGN_CONFIG=/design/flow/config.mk WORK_HOME=/design/flow/orfs finish
==> GITHUB_STEP_SUMMARY <==
## Implementation flow summary

| Metric | Value |
|---|---|
| Critical path peak fanout | `2` |
| Number of distinct library cell variants in the gate-level netlist after synthesis | `6` |
| Full die area | `0.0117 mm^2` |
| Cell Pwr Density | `roughly 1300 mW/mm^2` |
| Multi-input gate area in the final layout | `473 um^2` |
| Internal Power | `2.26 mW` |
| Final wirelength | `3.46 mm` |
| Slowest stage delay, CP | `around 0.37 ns` |
| Final Cycle Share | `96.1%` |
| Most used cells in the layout excluding fill and tap cells | `33 x sky130_fd_sc_hd__clkdlybuf4s50_1, 32 x sky130_fd_sc_hd__dfrtp_1, 30 x sky130_fd_sc_hd__mux2_4, 16 x sky130_fd_sc_hd__buf_4` |
| I/O pin count | `67` |
| Post-detailed-route via-to-cell ratio | `3.39` |
| Number of flip-flops under the largest register name | `32` |
| Critical path endpoint category | `output port` |
| Area occupied by registers | `801 um^2` |
| Die span in x | `108 um` |
| Data arrival time at the worst-slack endpoint | `about 0.84 ns` |
| Yosys warns | `1` |
| Instance count after placement with tap cells included | `236` |
| CTS tree | `done` |
| Synthesized area per cell | `19.5 um^2` |
| Tightest slew margin relative to the limit | `~87%` |
| Level count of the clock H-tree | `2` |
| Share of power burned in the clock network | `roughly a third` |
| Relative contribution of sequential cells to total power | `between 40% and 50%` |
| Starting DRC count in detailed routing | `2` |
| Clock transition at path regs | `about 0.07 ns` |
| Die Span Y | `roughly 110 um` |
| Kind of launch point of the worst setup path | `register` |
| Max IR drop VDD | `392 uV` |
| Non-filler instance count after layout | `~260` |
| Number of global-route vias before repair | `about 1000` |
| Static leakage power | `1.05 nW` |
| Total standard cell area after synthesis | `0.00135 mm^2` |
| Post-layout total power | `2.89 mW` |
| Number of input and output port buffers inserted | `66` |
| DRC violations left | `0` |
| Total congestion overflow after global routing | `0` |
| Terminus of the critical flop-to-flop path | `out[26]` |
| Log Warnings | `25` |
| Post-DP HPWL | `about 2.5 mm` |
| Number of clock buffers inserted by TritonCTS | `5` |
| Routed vias | `approximately 900` |
| Most frequently placed logic cell in the final layout | `sky130_fd_sc_hd__clkdlybuf4s50_1` |
| Combinational power share | `20.7%` |
| Worst-case clock skew | `0 ns` |
| Run status | `finished, final reports clean` |
| Class of the worst hold path | `input pin to async pin` |
| Clock root buffer | `sky130_fd_sc_hd__clkbuf_8` |
| Fin Setup TNS | `0 ns` |
| Core utilization at floorplan | `17.6%` |
| Slowest CP cell | `sky130_fd_sc_hd__dfrtp_1` |
| Number of setup violations in the final report | `0` |
| Required arrival time at the worst endpoint | `0.88 ns` |
| Worst r2r src | `out[26]` |
| Number of filler instances in the final layout | `778` |
| Shortest period the worst path allows | `1.06 ns` |
| MaxCap Viol Count | `0` |
| Worst reg-to-reg path cell count | `3` |
| Synthesized chip area reported by yosys | `0.00135 mm^2` |
| Weighted congestion reported at the end of routability-driven placement | `between 0.6 and 0.7` |
| Antenna cells | `0` |
| Buffer levels on the longest clock path | `2` |
| Largest delay share family, worst path | `flip-flops` |
| Final hold slack | `0.297 ns` |
| Setup slack, reg-to-reg | `0.11 ns` |
| Switching power share of the total | `between 20 and 25%` |
| Placeable core area | `0.00765 mm^2` |
| Share of synthesized area occupied by flip-flops and latches | `59.4%` |
| Final core area utilization | `about 29%` |
| CP cell instances | `clkdlybuf4s15_1` |
| Least-Margin Pin Slew | `0.192 ns` |
| Routed wirelength normalized by instance count | `around 13 um` |
| Post-synthesis instance total | `69` |
| Antenna violations before repair | `0` |
| Flops after synth | `32` |
| Final Slew Violations | `0` |
| Bufs and invs on worst path | `1` |
| Number of nets still failing antenna checks after routing | `0` |
| First-pass GRT wire length | `5.32 mm` |
| Standard-cell row count | `32` |
| Largest net degree at the start of global routing | `33` |
| GRT Util Overall | `5.83%` |
| First-pass DRT Iterations | `2` |
| Fraction of layout instances using a drive strength above 1 | `47.1%` |
| Number of cell instances after yosys synthesis | `69` |
| Total number of clock tree sinks | `32` |
| Highest achievable clock rate | `946 MHz` |
| Switching power of the nets | `about 0.63 mW` |
| Crit Path Class | `register to output port` |
| Clk latency late pin | `roughly 0.27 ns` |
| Final number of hold-violating endpoints | `0` |
| Area delta synth->final | `65.0%` |
==> timing repair <==
item	in CTS	in global routing
endpoints found under the setup margin	32	16
pin swaps	0	0
setup buffers	13	2
resized	67	15
hold buffers	0	0
==> synthesized netlist by cell type <==
cell / number / area, um^2
sky130_fd_sc_hd__mux2_4: 30 / 450
sky130_fd_sc_hd__buf_6: 1 / 11.3
sky130_fd_sc_hd__mux2_2: 2 / 22.5
sky130_fd_sc_hd__buf_12: 3 / 60.1
sky130_fd_sc_hd__inv_1: 1 / 3.75
sky130_fd_sc_hd__dfrtp_1: 32 / 801
==> power by group through the flow <==
stage         registers, mW  clock network (mW)  logic, mW
CTS                    1.36               0.990      0.635
global route           1.37                1.04      0.652
finish                 1.35               0.934      0.598
==> layer usage <==
metal | part of all wire, % | up-vias | routed length [um] | global-route usage (%)
met4 | 0.46 | 0 | 16 | 0.477
li1 | - | 412 | - | -
met5 | 0 | - | 0 | 0
met1 | 47 | 415 | 1640 | 8.13
met3 | 12 | 2 | 432 | 3.19
met2 | 40 | 50 | 1370 | 8.15
==> metrics by stage <==
stage                     area, um^2  setup WS, ns
after floorplan                 1350         0.189
after global placement          2110        0.0263
after detailed placement        2110        0.0318
after CTS                       2290       0.00515
after global routing            2230      -0.00200
final                           2230        0.0430
==> worst max-delay path by stage <==
stage	startpoint	endpoint	slack [ns]	depth (start not counted)
after CTS	out[21]	out[21]	0.005	1
final	out[17]	out[17]	0.04	1
after global routing	out[26]	out[26]	-0.002	1
==> layout make-up <==
cell class / count / share of cell area (%)
repair buffers: 84 / 32.8
clock buffers: 8 / 4.05
flip-flops and latches: 32 / 36.0
multi-input cells: 32 / 21.2
inverters: 1 / 0.169
well taps: 102 / 5.73
==> logic make-up after synthesis <==
logic type / share of synthesized area, %
buf+inv: 5.57
flops: 59.4
mux: 35.1
Power and IR drop assume default switching activity.
