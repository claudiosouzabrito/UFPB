==> design/flow/design.v <==
module pc32(rst, clk, en, d, y, qa);
	input logic [31:0] d;    
	input logic clk, rst, en;
	output logic [31:0] y;
	input logic [31:0]qa;
	always @(posedge clk, posedge rst) begin
		if (rst) y <= 32'b0;
		else if (en) y <= d;
    else y<=qa;
	end
endmodule
==> design/flow/run.sh <==
#!/bin/bash
# OpenROAD 26Q1-2900-gdf79404cd8, Yosys 0.63+post, stock flow scripts
make -C /OpenROAD-flow-scripts/flow DESIGN_CONFIG=/design/flow/config.mk WORK_HOME=/design/flow/orfs finish
==> design/flow/config.mk <==
export PLATFORM = sky130hd
export DESIGN_NAME = pc32
export DESIGN_NICKNAME = pc32
export VERILOG_FILES = /design/flow/design.v
export SDC_FILE = /design/flow/constraint.sdc
export NUM_CORES = 4
export LEC_CHECK = 1
export CORE_AREA = 10 10 98 98
export DIE_AREA = 0 0 108 108
==> design/flow/constraint.sdc <==
current_design pc32

set clk_period 1.0
set clk_io_pct 0.2

create_clock -name clk0 -period $clk_period [get_ports {clk}]

set non_clock_inputs [all_inputs -no_clocks]
set_input_delay [expr $clk_period * $clk_io_pct] -clock clk0 $non_clock_inputs
set_output_delay [expr $clk_period * $clk_io_pct] -clock clk0 [all_outputs]
==> CHANGELOG.md <==
### Physical design

- Biggest regs: y: 32 flops
- Worst setup path class: reg -> out
- Ys cells: between 60 and 70
- Top cell family by delay on the critical path: flip-flops
- Max transition margin: 0.885
- Most frequently placed logic cells in the final layout: 65 x clkdlybuf4s50_1, 33 x buf_2, 32 x dfrtp_1, 30 x mux2_4, 5 x clkbuf_8
- Drt pass-1 iters: 2
- Top Ports: about 99
- CP startpoint: y[28]$_DFF_PP0_
- Distinct cells, synth: 6
- Critical path buffers and inverters: 1
- Logic area: roughly 470 sq um
- Largest net degree at the start of global routing: 22
- Area grow syn2layout: 76.3%
- FP Rows: 32
- Crit-path cells: buf_2
- Longest Clk Path Bufs: 2
- RSZ-0062 raised after global routing: yes
- Syn Inst Count: between 60 and 70
- Number of setup violations in the final report: 0
- #FFs+latches synth: 32
- Hold_buf cts: 0
- Synth Cell Area: 0.00135 sq mm
- Largest Register: y
- Postcts setup bufs: 0
- CTS Sinks: 32
- Worst-margin pin slew: 172 ps
- Fmax: 1040 MHz
- Worst Path Arrival: 760 ps
- Worst setup SP type: flip-flop
- Core outline area: around 0.0076 sq mm
- Register share after synthesis: 0.594
- Slowest-stage cell, CP: dfrtp_1
- Die W: 108 microns
- Final period util: 0.965
- Crit-path max cell delay: roughly 380 ps
- CTS Buf Count: 5
- CTS tree: built
- Vias in the first global route: between 1000 and 1500
- Maximum VDD drop: 411 uV
- Chip footprint: approximately 0.012 sq mm
- Slew Limit Fails: 0
- Die Y: approximately 110 microns
- Vias/cell: 3.44
- Synth Warn #: 1
- Status: complete, no violations
- PwrDens: 1230 mW/mm^2
- Worst min-delay path category: in -> async
- CTS clk-pin slew, worst paths: ~60 ps
- Diodes inserted: 0
- Setup WS pre-CTS: -24.1 ps
- TNS Setup: 0 ps
- CTS root buf: clkbuf_8
- RePlAce Congestion: 0.760
- GRT overflow: 0
- Post-route minimum period: between 900 and 1000 ps
- Final Hold Viols: 0
- Initial DRC count: 5
- Htree depth: 2
- Via count: ~950
- Log Warnings: 27
- Crit Path Max Fanout: 1
- Port-buffer cells: about 100
- Chip Area, Yosys: about 0.0013 sq mm
- Residual DRC: 0
- Top cell excl fill/tap: clkdlybuf4s50_1
- Avg Cell Area, Syn: 19.5 sq um
- FF+latch area: around 800 sq um
- Max-cap violations: 0
- Fill cells: approximately 770
- All-Layer GR Usage: 0.0630
- Setup crit end kind: primary output
- First-pass GRT wire length: between 5 and 6 mm
- Worst Path Required: about 800 ps
- Routed Antenna Nets: 0
- Initial Util: 0.176
- Antenna violations before repair: 0
- Max reg flops: 32
- LEAKAGE: between 1 and 1.5 nW
- Routed wire length: 3.85 mm
- Hpwl dp: 3.29 mm
- Setup ws final: ~35 ps
- Share of post-route cells with drive strength above 1: 0.431
- Drt wl/cell: approximately 14 microns
[per-stage QoR]
| step | total power, mW | area [sq um] | instances | hold slack, ps | utilization |
|---|---|---|---|---|---|
| 2_1_floorplan | 1.65 | 1350 | 69 | 316 | - |
| 3_3_place_gp | 2.16 | 2460 | 269 | 595 | 0.322 |
| 3_5_place_dp | 2.16 | 2460 | 269 | 600 | 0.322 |
| 4_1_cts | 3.01 | 2380 | 276 | 296 | 0.311 |
| 5_1_grt | 3.11 | 2380 | 276 | 337 | 0.311 |
| 6_report | 2.92 | 2380 | 276 | 306 | 0.311 |
[cells in the mapped netlist]
cell     count  area share
mux2_2       2       0.017
buf_12       3       0.045
dfrtp_1     32        0.59
buf_6        1      0.0083
inv_1        1      0.0028
mux2_4      30        0.33
[logic make-up after synthesis]
group | Yosys count | share of synthesized area
buffers and inverters | 5 | 0.0557
muxes | 32 | 0.351
DFF | 32 | 0.594
[final cells by class]
class                   instances  share of cell area
flip-flops and latches         32               0.337
repair buffers                102               0.377
well taps                     102              0.0537
inverters                       1             0.00158
clock inverters                 1             0.00210
clock buffers                   6              0.0305
multi-input cells              32               0.199
[report_power, final]
part / internal (mW) / switching, mW
logic: 0.460 / 0.142
clock network: 0.472 / 0.428
registers: 1.39 / 0.0223
[path summary, 6_finish.rpt]
check | slack, ps | cells after the start | end
max in group asynchronous | 560 | 3 | y[29]$_DFF_PP0_
hold / removal | 310 | 3 | y[1]$_DFF_PP0_
setup / recovery | 40 | 1 | y[28]
min in group clk0 | 410 | 3 | y[21]$_DFF_PP0_
[layer usage]
metal	part of all wire	vias to the layer above	global-route usage	wire length, microns
met5	0	-	0	0
met4	0.0036	0	0.00477	14
met3	0.15	2	0.0398	568
met2	0.46	69	0.0996	1780
met1	0.39	437	0.0744	1490
li1	-	442	-	-
[what timing repair did]
item | in CTS | in global routing
setup endpoints to repair | 32 | 2
hold endpoints to repair | 0 | 0
pin swaps | 0 | 0
gates resized | 99 | 0
Power figures rest on the tool's default switching activity, not on a simulated workload.
